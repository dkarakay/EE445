File: /design/flow/design.v
module control_unit(
input CLK,
input INTERRUPT_R,
input [15:0] IR,
input [15:0] DR,
input [15:0] AC,
input E,
input INDIRECT_BIT,
input [15:0] TIME_SIGNAL,
input [7:0]  DEC_SIGNAL,
output MEMORY_READ, MEMORY_WRITE,
output IR_LOAD,
output TR_LOAD,
output OUTR_LOAD,
output ALU_LOAD, ALU_CLEAR, ALU_INC,
output AR_LOAD, AR_INC, AR_CLEAR,
output DR_LOAD, DR_INC,
output PC_LOAD, PC_CLEAR, PC_INC,
output [7:0] SIG
);
assign MEMORY_READ = (~INTERRUPT_R && TIME_SIGNAL[1]) 
|| (~DEC_SIGNAL[7] && INDIRECT_BIT && TIME_SIGNAL[3]) 
|| (TIME_SIGNAL[4] && (DEC_SIGNAL[0] 
	|| DEC_SIGNAL[1] 
	|| DEC_SIGNAL[2] 
	|| DEC_SIGNAL[6])
);
assign MEMORY_WRITE = (INTERRUPT_R && TIME_SIGNAL[1])
|| (DEC_SIGNAL[3] && TIME_SIGNAL[4])
|| (DEC_SIGNAL[5] && TIME_SIGNAL[4])
|| (DEC_SIGNAL[6] && TIME_SIGNAL[6]);
assign IR_LOAD = ~INTERRUPT_R && TIME_SIGNAL[1];
assign TR_LOAD =  INTERRUPT_R && TIME_SIGNAL[0];
assign AR_LOAD = ((~INTERRUPT_R && TIME_SIGNAL[0]) || (~INTERRUPT_R && TIME_SIGNAL[2]) || (INTERRUPT_R && TIME_SIGNAL[3] && DEC_SIGNAL[7]));
assign AR_INC   = DEC_SIGNAL[5] && TIME_SIGNAL[4];
assign AR_CLEAR = INTERRUPT_R && TIME_SIGNAL[0];
assign ALU_LOAD = (TIME_SIGNAL[5] && (DEC_SIGNAL[0] || DEC_SIGNAL[1] || DEC_SIGNAL[2])
|| ((DEC_SIGNAL[7] && ~INTERRUPT_R && TIME_SIGNAL[3]) && (IR[9] || IR[7] || IR[6]))
||  (DEC_SIGNAL[7] && INTERRUPT_R && TIME_SIGNAL[3] && IR[11])
);
assign ALU_CLEAR = (DEC_SIGNAL[7] && ~INTERRUPT_R && TIME_SIGNAL[3] && IR[11]);
assign ALU_INC = (DEC_SIGNAL[7] && ~INTERRUPT_R && TIME_SIGNAL[3] && IR[5]);
assign PC_LOAD = (DEC_SIGNAL[4] && TIME_SIGNAL[4]) || (DEC_SIGNAL[5] && TIME_SIGNAL[5]); 
assign PC_CLEAR = (INTERRUPT_R && TIME_SIGNAL[1]); 
assign PC_INC = (~INTERRUPT_R && TIME_SIGNAL[1]) || (INTERRUPT_R && TIME_SIGNAL[2])
|| ((DR == 0) && DEC_SIGNAL[6] && TIME_SIGNAL[6])
|| (((DEC_SIGNAL[7]) && ~INDIRECT_BIT && (TIME_SIGNAL[3])) && ((~AC[15] && IR[4]) 
|| (AC[15] && IR[3]) || (~AC && IR[2]) || (E && IR[1])));
assign SIG[7] = (((DEC_SIGNAL[0] ||
DEC_SIGNAL[1] || DEC_SIGNAL[3] || DEC_SIGNAL[6])
&& TIME_SIGNAL[4]) || (~DEC_SIGNAL[7] && INDIRECT_BIT && TIME_SIGNAL[3])
|| (~INTERRUPT_R && TIME_SIGNAL[1]));
assign SIG[6] = INTERRUPT_R && TIME_SIGNAL[1];
assign SIG[5] = ~INTERRUPT_R && TIME_SIGNAL[2];
assign SIG[4] = DEC_SIGNAL[3] && TIME_SIGNAL[4];
assign SIG[3] = ((DEC_SIGNAL[2] && TIME_SIGNAL[5]) || (DEC_SIGNAL[6] && TIME_SIGNAL[6]));
assign SIG[2] = DEC_SIGNAL[5] && TIME_SIGNAL[4];
assign SIG[1] = ((DEC_SIGNAL[4] && TIME_SIGNAL[4]) || (DEC_SIGNAL[5] && TIME_SIGNAL[5]));
assign DR_INC = (DEC_SIGNAL[6] && TIME_SIGNAL[5]);
assign DR_LOAD = (TIME_SIGNAL[4] && (DEC_SIGNAL[0] || DEC_SIGNAL[1] || DEC_SIGNAL[2] || DEC_SIGNAL[6]));
endmodule
File: /design/flow/run.sh
#!/bin/bash
# OpenROAD 26Q1-2900-gdf79404cd8, Yosys 0.63+post, stock flow scripts
make -C /OpenROAD-flow-scripts/flow DESIGN_CONFIG=/design/flow/config.mk WORK_HOME=/design/flow/orfs finish
File: /design/flow/config.mk
export PLATFORM = sky130hd
export DESIGN_NAME = control_unit
export DESIGN_NICKNAME = control_unit
export VERILOG_FILES = /design/flow/design.v
export SDC_FILE = /design/flow/constraint.sdc
export NUM_CORES = 4
export LEC_CHECK = 1
export CORE_AREA = 10 10 70 70
export DIE_AREA = 0 0 80 80
File: /design/flow/constraint.sdc
current_design control_unit

set clk_period 1.6
set clk_io_pct 0.2

create_clock -name clk0 -period $clk_period

set non_clock_inputs [all_inputs -no_clocks]
set_input_delay [expr $clk_period * $clk_io_pct] -clock clk0 $non_clock_inputs
set_output_delay [expr $clk_period * $clk_io_pct] -clock clk0 [all_outputs]
==> impl_metrics.ini <==
; physical design summary
[drt]
routed_via_density = 3.81
drc = 0
antenna_cells_inserted = 0
vias = 720
wl_um = 2680
dr.pass1.iters = 2
drtIter0Drc = 5
detail-route-antenna-nets = 0
wire_per_inst_um = 14.2

[placed_design]
dpl.hpwl_um = 2430
placed_area_um2 = 1210
gp_congestion = 0.726
pre_cts_ws_ns = -0.780
port_buffers = 81

[critical_path]
critPathKind = primary input to output pin
crit_path_top_delay_cell = or4_4
crit_required_ns = 1.28
crit_path_start_kind = primary input
startpoint = DR[2]
critical-path-max-stage-delay_ns = 0.52
crit_arrival_ns = 1.31
crit_path_end_kind = output pin
cpLargestDelayFamily = simple AND/OR/NAND/NOR gates
worst-path-max-fanout = 1
cp_num_buf_inv = 2
crit_chain = buf_6, or4_4, nor2_2, nand4_1, nand3_1, buf_2

[worst_hold_path]
min_path_cells = 4
hp-start = TIME_SIGNAL[1]
hold_path.class = primary input to output pin
min_to = MEMORY_WRITE

[synthesis]
top_area_share_pct = 13.1
yosys_warnings = 2
netlist_instances = 54
ys_cells = 54
yosys-stat-area_um2 = 344
syn-cell-area_um2 = 344
postSynthSeqShare_pct = 0
synth.largest_area_cell = buf_4
avgSynthCellArea_um2 = 6.37
top_cells_by_area = buf_4 13%, nand4_1 9.1%, nand2_1 6.5%
synth_cell_types = 28

[run]
maxCapViolations = 0
warnings = 51

[global_route]
grt_pass1_wl_um = 3930
grt.overflow.total = 0
grt_pass1_vias = 766
antenna_found_initial = 0
grtUsageTotal_pct = 7.57
grt_max_degree = 6

[final_layout]
area_delta_synth_final_pct = 262
drive_gt1_share_pct = 46.9
seq_area_um2 = 0
finish.utilization_pct = 36.4
clock_buffers = 0
comb_area_um2 = 392
ff_count = 0
fillers = 374
fin_area_um2 = 1240

[die]
num_rows = 21
chip_area_um2 = 6400
die_x_um = 80
io_pins = 100
fp.dieH_um = 80
core_area_um2 = 3420
fp-utilization_pct = 10.1

[status]
violations = setup timing
status = finished with violations

[timing]
hold_viol_final = 0
min_period_over_period_pct = 102
min_period_ns = 1.63
fin_ws_ns = -0.0327
fmax_ghz = 0.612
slew_violations = 0
setup_viol = 1
rsz0062_at_grt = true

[clocking]
cts_hold_buf = 0

[power]
ir_drop_v = 0.0000771
leakage_uw = 0.000652
power_density_nw_per_um2 = 208
-- layout by cell type, fill, tap and decap left out, types with 3 or more instances in the layout --
cell type,n
and2_4,4
buf_2,14
buf_4,11
buf_6,5
clkbuf_2,16
clkdlybuf4s15_1,8
clkdlybuf4s50_1,18
dlygate4sd2_1,12
dlymetal6s2s_1,11
nand2_1,4
nand4_1,5
nor4_2,3
-- cell type report --
cell class | count | area share, %
well taps | 46 | 4.62
inverters | 1 | 0.302
multi-input cells | 47 | 31.5
repair buffers | 95 | 63.6
-- stage by stage --
stage | hold slack [ns] | TNS [ns] | instances | total power, uW
after detailed placement | 1.57 | -7.83 | 182 | 279
final | 1.03 | -0.0327 | 189 | 259
after CTS | 1.04 | -0.154 | 189 | 259
after floorplan | 0.692 | 0 | 55 | 50.7
after global placement | 1.57 | -7.69 | 182 | 277
after global routing | 1.05 | -0.0615 | 189 | 284
-- synth_stat cells (2+ instances only) --
cell type  count
a21oi_1        2
and2_1         3
and2b_2        2
buf_4          6
nand2_1        6
nand3_1        2
nand4_1        5
nor2_1         3
nor3_1         2
nor3b_1        2
nor4_1         3
or4_1          2
-- what timing repair did --
action | in CTS | in global routing
resized | 112 | 55
gates cloned | 0 | 0
setup endpoints to repair | 22 | 11
setup buffers | 7 | 0
pin swaps | 26 | 19
-- tightest hold or removal path, delay by kind of cell --
family	cells	cell delay (ns)
buffers and inverters	2	0.18
and+or+nand+nor	2	0.22
-- power breakdown --
group	switching (uW)	total, uW	internal (uW)
clock	0	0	0
combinational	78.3	259	181
sequential	0	0	0
total	78.3	259	181
-- how the worst max path moves through the flow --
stage	end	slack, ns	cells after the start
finish	PC_INC	-0.03	6
CTS	PC_INC	-0.09	6
global route	PC_INC	-0.06	6
-- cell families after synthesis --
| kind of cell | synth area share (%) |
|---|---|
| simple gates | 62.5 |
| compound gates | 18.9 |
| buf+inv | 17.5 |
| other cells | 1.09 |
-- layer usage --
layer	up-vias	share of wire, %	GRT usage (%)	wire (um)
li1	376	-	-	-
met1	310	38	8.44	1020
met2	34	51	13.7	1360
met3	0	11	3.30	301
met4	0	0	0	0
met5	-	0	0	0
Power is estimated from default activity; no workload was simulated.
