==> config.mk <==
export PLATFORM = sky130hd
export DESIGN_NAME = time_signals
export DESIGN_NICKNAME = time_signals
export VERILOG_FILES = /design/flow/design.v
export SDC_FILE = /design/flow/constraint.sdc
export NUM_CORES = 4
export LEC_CHECK = 1
export CORE_AREA = 10 10 90 90
export DIE_AREA = 0 0 100 100
==> constraint.sdc <==
current_design time_signals

set clk_period 1.8
set clk_io_pct 0.2

create_clock -name clk0 -period $clk_period [get_ports {CLK}]

set non_clock_inputs [all_inputs -no_clocks]
set_input_delay [expr $clk_period * $clk_io_pct] -clock clk0 $non_clock_inputs
set_output_delay [expr $clk_period * $clk_io_pct] -clock clk0 [all_outputs]
==> design.v <==
module decoder #(parameter n=4)(
	input [n-1:0]INP,
	output reg [2**n-1:0] OUT
);
always@(*)
begin
	case(INP)
		0:  OUT <=16'h1;
		1:  OUT <=16'h2;
		2:  OUT <=16'h4;
		3:  OUT <=16'h8;
		4:  OUT <=16'h10;
		5:  OUT <=16'h20;
		6:  OUT <=16'h40;
		7:  OUT <=16'h80;
		8:  OUT <=16'h100;
		9:  OUT <=16'h200;
		10: OUT <=16'h400;
		11: OUT <=16'h800;
		12: OUT <=16'h1000;
		13: OUT <=16'h2000;
		14: OUT <=16'h4000;
		15: OUT <=16'h8000;
	endcase
end
endmodule
module sequence_counter #(parameter WIDTH=4)(
  input CLK,RESET,
  input INC,
  output reg [WIDTH-1:0] COUNT
  );
always@(posedge CLK) 
begin
    if(RESET)     
      COUNT <= 0;
    else if(INC)
      COUNT <= COUNT + 1;
  end
endmodule 
module time_signals(
		input RESET, CLK, INC,
		output [15:0] TIME_SIGNAL,
		output [3:0] OUT_SQ
);
	wire clr;
	wire [3:0]  COUNT;
	assign clr = RESET;  
	sequence_counter sc (.CLK(CLK), .RESET(RESET), .COUNT(COUNT), .INC(INC));	
	assign OUT_SQ = COUNT;
	decoder dec (.INP(COUNT), .OUT(TIME_SIGNAL));
endmodule
==> run.sh <==
#!/bin/bash
# OpenROAD 26Q1-2900-gdf79404cd8, Yosys 0.63+post, stock flow scripts
make -C /OpenROAD-flow-scripts/flow DESIGN_CONFIG=/design/flow/config.mk WORK_HOME=/design/flow/orfs finish
==> deck_impl_summary.md <==
Flow Results at a Glance

Synth
  • Mean Syn Cell Area: 10.8 um^2
  • Ys flops: 20
  • Cell type with the largest total area: dfxtp_1
  • Mapped Cells: 70
  • Yosys Instances: 70
  • Yosys Warn Count: 2
  • Cell area leaders: dfxtp_1 (53%), nor2_1 (7.5%), and3b_2 (4.0%)
  • Post-Synthesis Cell Area: 754 um^2
  • Sequential cell area fraction in the yosys report: 0.531
  • Cell Type Count: 22
  • Top area contributor share: 0.531
  • Yosys chip area: 754 um^2

Die
  • Die Span X: 100 um
  • Chip footprint: 0.0100 mm^2
  • IO Count: 23
  • FP Core Util: 0.120
  • Height of the die: 100 um
  • Core Area: 0.00628 mm^2
  • Rows: 29

Place
  • IO Port Bufs: 22
  • Gp weighted congestion: 0.862
  • Post-Place Setup Slack: 23.6 ps
  • Post-DP HPWL: 1540 um

Critical path
  • Largest delay contributor family on the critical path: flip-flops
  • Critical path buffers and inverters: 1
  • Critical path fanouts, max: 12
  • CP arrival: 1360 ps
  • Critical Path Sink Type: output pin
  • Crit path from: sc.COUNT[0]
  • WS Path Type: register to output pin
  • Slowest stage delay, CP: 570 ps
  • Critical Path RT: 1440 ps
  • CP Launch Type: register
  • CP Cell Sequence: clkdlybuf4s50_1
  • Worst R2R Start: sc.COUNT[0]
  • Crit path max-delay cell type: dfxtp_1

Timing
  • Worst-margin pin slew: 400 ps
  • RSZ-0062 raised after global routing: no
  • Fin crit period: 1720 ps
  • Fin. Hold Viols: 0
  • Slew Limit Fails: 0
  • TNS Setup: 0 ps
  • Setup-failing EPs final: 0
  • Achievable Freq: 0.580 GHz
  • Final worst setup slack: 76.6 ps
  • Worst clock skew: 3.64 ps
  • Max-slew headroom: 0.733
  • Cycle use final: 0.957

Cells and area
  • Fill count: 688
  • Layout area overhead: 52.6%
  • Fin util: 0.183
  • Share of cells above drive strength 1: 0.194

Clocking
  • CTS sink cnt: 20
  • Hold Buf Count CTS: 0
  • CTS tree: built
  • Root buf cell: clkbuf_8
  • Longest Clk Path Bufs: 2
  • Worst-skew pair later-pin latency: 250 ps
  • Clock Pin Slew Worst Setup and Hold Paths: 70 ps
  • H-tree levels: 1
  • CTS Buf Count: 3

Min path
  • Hold crit path type: register to register
  • Worst Hold Launch: sc.COUNT[1]

Drt
  • DR pass1 iterations: 3
  • WL final: 1900 um
  • Vias per cell: 3.30
  • DRC: 0
  • WL/cell: 10.9 um
  • Final ANT Viol Nets: 0
  • Ant. Diodes: 0
  • Via count: 577
  • DR iter-0 viols: 28

Run status
  • Status: completed

Global route
  • Initial antenna violation count: 0
  • Largest net degree at the start of global routing: 13
  • Gr ovfl total: 0
  • First-pass GRT wire length: 3070 um
  • Total global-route track usage: 0.0391
  • Vias in the first global route: 600

Power and ir drop
  • Max IR drop VDD: 0.000316 V
  • Leakage dissipation: 0.443 nW
  • PwrDens: 779 mW/mm^2

Job
  • Total tool warning count: 25
  • MaxCap Viol Count: 0
==> synth_stat cells <==
cell       instances
nor3b_1            3
inv_1              3
o21ai_2            1
nor2_1            15
mux2i_4            1
xnor2_1            1
a21bo_2            1
buf_6              2
o221ai_1           3
inv_4              1
ha_1               1
and2b_2            1
a21boi_2           1
dfxtp_1           20
o2111ai_1          3
and3_1             1
a311oi_1           1
nor3_1             5
mux2i_1            1
and3b_2            3
nand4_2            1
nand3b_1           1
==> cell type report <==
type / count / area, um^2 / area share
Tap cell: 77 / 96.3 / 0.0837
Sequential cell: 20 / 400 / 0.348
Multi-Input combinational cell: 44 / 319 / 0.277
Clock buffer: 4 / 55.1 / 0.0478
Timing Repair Buffer: 26 / 263 / 0.228
Inverter: 4 / 17.5 / 0.0152
==> logic make-up (layout without fill, tap and decap cells) <==
kind of cell / Yosys count / after routing / synth area share
AND-OR/OR-AND: 10 / 10 / 0.121
adder cells (fa/ha/maj): 1 / 1 / 0.0166
AND/OR/NAND/NOR: 30 / 30 / 0.224
flip-flops: 20 / 20 / 0.531
buffers and inverters: 6 / 34 / 0.0531
multiplexers: 2 / 2 / 0.0431
XOR/XNOR: 1 / 1 / 0.0116
==> metal layers <==
metal,GRT usage,share of wire,up-vias
met5,0,0,-
met4,0.00109,0,0
met3,0.0278,0.13,0
met2,0.0612,0.45,16
met1,0.0454,0.42,256
li1,-,-,305
==> power breakdown <==
part | switching (mW) | total [mW] | internal [mW]
registers | 0.0149 | 0.470 | 0.455
clock network | 0.137 | 0.331 | 0.194
logic | 0.0396 | 0.0957 | 0.0561
total | 0.191 | 0.897 | 0.706
==> stage by stage <==
stage	cell area, um^2	hold WS, ps	cells	power, mW
floorplan	754	432	70	0.526
global placement	1090	625	171	0.574
detailed placement	1090	637	171	0.574
CTS	1150	653	175	0.906
global route	1150	698	175	0.950
finish	1150	641	175	0.897
==> flip-flops by register name (all words and copies together), names as in the netlist <==
name and flops:
TIME_SIGNAL 16, sc.COUNT 4
==> path summary, 6_finish.rpt <==
kind / endpoint / slack [ps] / depth (start not counted)
max reg2reg: TIME_SIGNAL[10] / 180 / 4
min: sc.COUNT[1] / 640 / 2
max: OUT_SQ[0] / 80 / 1
min reg2reg: sc.COUNT[1] / 640 / 2
==> cell usage in the layout (no fill, tap or decap) <==
cell and count:
inv_1 3, inv_4 1, o221ai_1 3, and2b_2 1, nor3b_2 1, nor2_1 15, a311oi_1 1, dfxtp_1 20
nor3b_1 2, o21ai_2 1, mux2i_4 1, nand3b_1 1, and3_1 1, clkbuf_8 4, and3b_2 3, clkdlybuf4s50_1 22
buf_4 3, ha_1 1, a21bo_2 1, mux2i_1 1, o2111ai_1 3, a21boi_2 1, nand4_2 1, nor3_1 5
xnor2_1 1, buf_12 1
==> timing repair <==
item,4_1_cts,5_1_grt
buffers inserted,0,0
hold endpoints to repair,0,0
gates resized,0,1
setup endpoints to repair,0,4
No activity file was given, so power comes from the tool's default toggle rates.
