## design/flow/design.v

```verilog
module register #(parameter WIDTH=16)
    (
	  input  CLK, RESET, WRITE, INC,
	  input	[WIDTH-1:0] LOAD,
	  output reg [WIDTH-1:0] OUT
    );
always@(posedge CLK) begin
	if(RESET)OUT <= 0;
	else if(WRITE) OUT<=LOAD;
	else if(INC) OUT<=OUT+1;
end
endmodule	 
```

## design/flow/run.sh

```bash
#!/bin/bash
# OpenROAD 26Q1-2900-gdf79404cd8, Yosys 0.63+post, stock flow scripts
make -C /OpenROAD-flow-scripts/flow DESIGN_CONFIG=/design/flow/config.mk WORK_HOME=/design/flow/orfs finish
```

## design/flow/config.mk

```make
export PLATFORM = sky130hd
export DESIGN_NAME = register
export DESIGN_NICKNAME = register
export VERILOG_FILES = /design/flow/design.v
export SDC_FILE = /design/flow/constraint.sdc
export NUM_CORES = 4
export LEC_CHECK = 1
export CORE_AREA = 10 10 100 100
export DIE_AREA = 0 0 110 110
```

## design/flow/constraint.sdc

```tcl
current_design register

set clk_period 2.4
set clk_io_pct 0.2

create_clock -name clk0 -period $clk_period [get_ports {CLK}]

set non_clock_inputs [all_inputs -no_clocks]
set_input_delay [expr $clk_period * $clk_io_pct] -clock clk0 $non_clock_inputs
set_output_delay [expr $clk_period * $clk_io_pct] -clock clk0 [all_outputs]
```

==> results_dict.tcl <==
# collected from the flow reports
set metrics [dict create \
    cts.path.max_buffers 2 \
    place_ws_ns 0.357 \
    ys_seq_elements 16 \
    hold_viol 0 \
    yosysChipArea_um2 985 \
    drc 0 \
    chipArea_mm2 0.0121 \
    path_cells "clkdlybuf4s50_1 -> nand4_4 -> or3_1 -> a21o_1 -> a21oi_1" \
    cts-root-buf "clkbuf_8" \
    cpPeakStageDelay_ns 0.52 \
    placementRows 32 \
    postRouteAntennaNets 0 \
    slew_viol_final 0 \
    hold_path.class "flip-flop to flip-flop" \
    min_period_ns 1.78 \
    wirelength_mm 2.95 \
    rsz0062_at_grt "no" \
    fp_util_pct 12.6 \
    stdcell_count 248 \
    dp_cells 244 \
    n_fill_cell 874 \
    peakVddDrop_v 0.000157 \
    slew_headroom_pct 54.6 \
    fmax_ghz 0.562 \
    syn_area_um2 985 \
    status "finished, final reports clean" \
    setup_viol 0 \
    cts_buffers 3 \
    clock_skew_ns 0.00310 \
    grt_remaining_overflow 0 \
    grt_pass1_wl_mm 4.71 \
    dp_hpwl_mm 2.31 \
    start_kind "primary input" \
    powerDensity_mw_per_mm2 457 \
    cts_tree "done" \
    cts_hold_buffers 0 \
    top_area_share_pct 32.5 \
    fp.dieW_um 110 \
    ys_types 21 \
    cp_slowest_cell "clkdlybuf4s50_1" \
    wl_per_cell_um 11.9 \
    via_per_inst 3.42 \
    htree_levels 1 \
    io-pin-count 36 \
    place_area_mm2 0.00144 \
    worst_r2r_path_depth 5 \
    log.warning_count 25 \
    ys_warn_count 1 \
    crit_cells 5 \
    area_leaders "dfxtp_1, xor2_1, o21a_1" \
    clk_pin_slew_ns 0.07 \
    final.setup.worst_slack_ns 0.619 \
    place_congestion 0.756 \
    avgSynthCellArea_um2 8.79 \
    crit_type "primary input to flip-flop" \
    core-area_mm2 0.00781 \
    layout_top_cell "clkdlybuf4s50_1" \
    reg_top3 "OUT (16)" \
    post-cts-setup-buffer-count 0 \
    cts_sinks 16 \
    timing.final.crit_share_pct 74.2 \
    dr.pass1.iters 4 \
    top_register "OUT" \
    fin_setup_tns_ns 0 \
    largest_reg_flops 16 \
    tightest_slew_ns 0.679 \
    n_antenna_cell 0 \
    cap_viol_max_count 0 \
    p_leak_nw 0.592 \
    crit_path_end_kind "flip-flop" \
    drive_gt1_share_pct 9.59 \
    grt_pass1_vias 899 \
    final_area_mm2 0.00149 \
    ys_cells 112 \
    grt.total_usage_pct 4.91 \
    crit_arrival_ns 1.95 \
    worst_path_dominant_cell_family "simple AND/OR/NAND/NOR gates" \
    yosys.area.top_type "dfxtp_1" \
    grt_max_degree 30 \
    area_delta_synth_final_pct 51.5 \
    cts_resized 0 \
    vias 847 \
    required_ns 2.57 \
    die_y_um 110 \
    antenna_found_initial 0 \
    postSynthCellCount 112 \
    synth_seq_share_pct 32.5 \
    whs_ns 0.615 \
    path_max_fanout 12 \
    most-common-layout-cells "clkdlybuf4s50_1, dfxtp_1, a21oi_1, inv_1, o21a_1" \
    crit_buf_inv 1 \
    hold_depth 2 \
    drt_iter0_markers 37 \
    clock_latency_ns 0.25 \
    portBuffers 35 \
]
==> report_power, final <==
group	leakage, nW	switching [W]	internal (W)
logic	0.430	0.0000439	0.0000848
clock network	0.0288	0.0000964	0.000146
registers	0.133	0.0000265	0.000284
total	0.592	0.000167	0.000514
==> worst reg2reg max path: cells and delay by family (launching register included) <==
kind | cells | cell delay [ns]
compound gates | 1 | 0.17
xor+xnor | 1 | 0.10
fa+ha+maj | 1 | 0.26
buf+inv | 1 | 0.13
flops | 1 | 0.45
simple gates | 1 | 0.31
==> cell usage after synthesis <==
master	count
o21a_1	10
nand2_1	5
nor3_1	4
clkbuf_1	5
nand4_1	4
a21oi_1	13
dfxtp_1	16
nor4_2	4
xnor2_1	5
ha_1	1
nor4_4	2
mux2i_1	4
inv_1	13
or3_1	1
nand3_1	3
a21o_1	1
buf_6	2
nor2_1	7
o21ai_0	1
xor2_1	9
nand4_4	2
==> per-layer routing <==
layer / vias to the layer above / track usage (%) / part of all wire (%)
met5: - / 0 / 0
met3: 2 / 2.06 / 9.0
met4: 0 / 1.02 / 1.8
li1: 447 / - / -
met1: 379 / 6.08 / 43
met2: 19 / 7.83 / 46
==> layout make-up <==
cell class                      instances  area (µm²)  share of cell area (%)
Tap cell                              102         128                    8.56
Clock buffer                            4        55.1                    3.69
Sequential cell                        16         320                    21.5
Inverter                               13        48.8                    3.27
Multi-Input combinational cell         76         574                    38.5
Timing Repair Buffer                   37         365                    24.5
==> metrics by stage <==
| step | power (W) | utilization, % |
|---|---|---|
| final | 0.000681 | 19.1 |
| after global routing | 0.000722 | 19.1 |
| after CTS | 0.000695 | 19.1 |
| after detailed placement | 0.000448 | 18.4 |
| after global placement | 0.000447 | 18.4 |
| after floorplan | 0.000365 | - |
==> kinds of logic (layout without fill, tap and decap cells) <==
| logic type | Yosys count | after routing | share of synthesized area [%] |
|---|---|---|---|
| AOI/OAI and AO/OA | 25 | 25 | 15.5 |
| xor gates and xnor gates | 14 | 14 | 12.5 |
| adders and majority gates | 1 | 1 | 1.27 |
| buffers and inverters | 20 | 54 | 9.15 |
| DFF | 16 | 16 | 32.5 |
| muxes | 4 | 4 | 4.07 |
| and+or+nand+nor | 32 | 32 | 25.0 |
==> worst paths after layout <==
check	from	end	slack, ns
max	INC	OUT[5]	0.62
min	OUT[15]	OUT[15]	0.62
max reg2reg	OUT[0]	OUT[12]	0.88
min reg2reg	OUT[15]	OUT[15]	0.62
No activity file was given, so power comes from the tool's default toggle rates.
